$ cat /design/flow/run.sh
#!/bin/bash
# OpenROAD 26Q1-2900-gdf79404cd8, Yosys 0.63+post, stock flow scripts
make -C /OpenROAD-flow-scripts/flow DESIGN_CONFIG=/design/flow/config.mk WORK_HOME=/design/flow/orfs finish
$ cat /design/flow/config.mk
export PLATFORM = sky130hd
export DESIGN_NAME = FindMode
export DESIGN_NICKNAME = FindMode
export VERILOG_FILES = /design/flow/design.v
export SDC_FILE = /design/flow/constraint.sdc
export NUM_CORES = 4
export LEC_CHECK = 1
export CORE_AREA = 10 10 93 93
export DIE_AREA = 0 0 103 103
$ cat /design/flow/design.v
module FindMode(
    input                               clk,
    input                               rst,
    input                               next,
    input       [7:0]                   number,
    output reg  [7:0]                   out
); 
	reg [7:0] cnt;
	always @(posedge clk) begin
		if(rst) begin
			out <= 0;
			cnt <= 0;
		end
		if(next) begin
			if(number == out) begin
				cnt <= cnt+1;
			end
			else if(cnt == 0) begin
				cnt <= 1;
				out <= number;
			end
			else begin
				cnt <= cnt-1;
			end
		end
	end
endmodule
$ cat /design/flow/constraint.sdc
current_design FindMode

set clk_period 3.5
set clk_io_pct 0.2

create_clock -name clk0 -period $clk_period [get_ports {clk}]

set non_clock_inputs [all_inputs -no_clocks]
set_input_delay [expr $clk_period * $clk_io_pct] -clock clk0 $non_clock_inputs
set_output_delay [expr $clk_period * $clk_io_pct] -clock clk0 [all_outputs]
==> run_results.csv <==
group,metric,value,unit
flow_run,openroad.warnings,26,
final_timing,drv_slew,0,
power,p_per_area,362.8,nW/µm²
global_route,grt_start_max_net_pins,12,
power,power.static_leakage,0.5021,nW
power,power.ir.vdd_worst,0.2210,mV
clocking,number_of_buffers_created_by_cts,3,
final_timing,final-hold-violation-count,0,
die,die_area,10610,µm²
route,antennaDiodeCount,0,
route,finalWirelength,2.386,mm
setup_path,rr_endpoint,"cnt[2]$_SDFFCE_PN0P_",
setup_path,launch_instance_of_the_worst_register_to_register_path,"out[2]$_DFF_P_",
final_timing,finalSetupTns,0,ns
clocking,clkLatencyLatePin,0.25,ns
route,wl_met1,1.070,mm
final_timing,rsz0062_at_grt,"no",
final_layout,logic_area,665.6,µm²
final_layout,lay_top_cells,"sky130_fd_sc_hd__clkdlybuf4s50_1 (18), sky130_fd_sc_hd__mux2_2 (10)",
clocking,cts_resized,0,
run_status,outcome,"finished, final reports clean",
die,fp_util,0.1626,
setup_path,max_fo_critical_path,11,
final_timing,setup_ws,0.7305,ns
clocking,tritoncts,"done",
hold_path,whs_path_depth,2,
synth,post_synth.cell_area_avg,10.17,µm²
global_route,grt_overflow_total,0,
route,initialDrtViolationCount,91,
global_route,gr-usage-all-layers,0.04855,
final_layout,sequential_cell_area,400.4,µm²
final_layout,syn_to_final_growth,27.33,%
synth,yosys.area.top_type_share,0.2187,
die,io_pins,19,
clocking,post_cts_hold_buffer_count,0,
clocking,post_cts_setup_driven_buffer_insertion_count,0,
setup_path,critPathLaunchType,"input pin",
route,route.detailed.wl_per_inst,11.58,µm
hold_path,type_of_the_most_critical_hold_path,"flop to flop",
final_timing,setup_viol,0,
final_layout,mostFrequentLayoutCell,"sky130_fd_sc_hd__clkdlybuf4s50_1",
die,fp.dieH,103,µm
final_timing,slew_headroom,0.6779,
global_route,grt_first_pass_wirelength,4.229,mm
die,die_x,103,µm
route,drt_drc_violations_left,0,
setup_path,setup.worst_path.class,"input pin to flop",
global_route,antenna_found_initial,0,
synth,synth_area_leader_cell,"sky130_fd_sc_hd__edfxtp_1",
final_timing,worstMarginPinSlew,0.4792,ns
hold_path,hold_path_startpoint,"out[6]$_DFF_P_",
die,placement_rows,30,
route,viasPerCell,4.364,
clocking,cts_buffer_depth,2,
route,wl_met3,296,µm
route,maxUsedRoutingLayer,"met4",
clocking,cts.reportedPaths.clkPinSlew,0.06,ns
final_timing,max_freq,0.3611,GHz
placement,worst_setup_slack_post_dpl,0.4808,ns
synth,syn_inst,108,
synth,synth.yosys.warnings,1,
synth,postSynthRegisterBits,16,
clocking,cts_root_buffer,"sky130_fd_sc_hd__clkbuf_8",
flow_run,max_cap_violations,0,
setup_path,worstPathRequired,3.58,ns
synth,synth-area-yosys,1099,µm²
setup_path,endpoint_kind,"flop",
setup_path,reg2reg_setup_slack,1.29,ns
setup_path,worst-r2r-cell-count,5,
clocking,clock_sink_count,16,
global_route,vias_in_the_first_global_route,897,
final_timing,final_period_minus_worst_setup_slack,2.769,ns
placement,gp_congestion,0.8845,
final_layout,layout.filler_cells,737,
synth,yosys.stat.seqShare,0.3645,
clocking,h-tree-depth,1,
placement,dp.final_hpwl,1.829,mm
final_timing,layout_worst_path_cycle_share,0.7913,
synth,synth_area,1099,µm²
synth,number_of_cells_in_yosys_stat,108,
synth,ys_top_cells_by_area,"sky130_fd_sc_hd__edfxtp_1 (22%), sky130_fd_sc_hd__dfxtp_1 (15%), sky130_fd_sc_hd__mux2_2 (10%)",
final_layout,drive_gt1_frac,0.1984,
hold_path,worstHoldEndpoint,"out[6]$_DFF_P_",
synth,number_of_different_library_cells_in_the_post_synthesis_netlist,39,
die,core_area,6756,µm²
setup_path,worst-endpoint-arrival,2.85,ns
route,vias,899,
placement,portBuffers,18,
final_timing,fin_clk_skew,0.003346,ns
route,drtAntennaViolNets,0,
route,drt_first_pass_iters,4,
final_layout,finalCoreUtilization,0.2070,
route,dr_wl_met2,989,µm
critical path, stage by stage:
cell,delay (ns)
sky130_fd_sc_hd__clkdlybuf4s50_1,0.44
sky130_fd_sc_hd__xor2_1,0.16
sky130_fd_sc_hd__nor4_2,0.49
sky130_fd_sc_hd__and2_1,0.46
sky130_fd_sc_hd__mux2_2,0.39
sky130_fd_sc_hd__a221oi_2,0.20
flip-flops by register name, summed over array words and instances, names as in the netlist:
register,flops
out,8
cnt,8
per-stage QoR:
step	total power, mW	cell area, µm²	hold slack (ns)	instances
3_3_place_gp	0.3750	1358	0.6247	203
2_1_floorplan	0.3316	1099	0.5863	108
3_5_place_dp	0.3744	1358	0.6355	203
6_report	0.5075	1399	0.6523	206
5_1_grt	0.5423	1399	0.6871	206
4_1_cts	0.5155	1399	0.6531	206
metal layers:
metal  GRT usage  vias to the layer above
met3     0.02505                        4
met5           0                        -
met2     0.06485                       36
met4     0.01070                        0
met1     0.06792                      416
li1            -                      443
power by group:
group          total (mW)  internal (mW)  leakage [nW]  switching [mW]
clock network       0.137         0.0762        0.0216          0.0612
registers           0.247          0.220         0.152          0.0277
logic               0.123         0.0686         0.329          0.0541
total               0.507          0.364         0.502           0.143
worst max path at each step:
stage / startpoint / to / slack, ns / cells after the start
after CTS: number[2] / cnt[2]$_SDFFCE_PN0P_ / 0.74 / 6
after global routing: number[2] / cnt[2]$_SDFFCE_PN0P_ / 0.50 / 6
final: number[2] / cnt[2]$_SDFFCE_PN0P_ / 0.73 / 6
area by class of cell:
type,instances,area share
sequential,16,0.2862
clock buffer,3,0.02952
inverter,3,0.008050
multi-input combinational,86,0.4758
timing repair buffer,18,0.1288
tap,80,0.07156
cells in the mapped netlist:
library cell               number
sky130_fd_sc_hd__ha_1           2
sky130_fd_sc_hd__edfxtp_1       8
sky130_fd_sc_hd__buf_6          1
sky130_fd_sc_hd__a211o_1        1
sky130_fd_sc_hd__nor4_1         2
sky130_fd_sc_hd__nor3_1         5
sky130_fd_sc_hd__or4b_4         1
sky130_fd_sc_hd__a221oi_2       1
sky130_fd_sc_hd__nand4_1        3
sky130_fd_sc_hd__inv_1          3
sky130_fd_sc_hd__xnor2_1        1
sky130_fd_sc_hd__nor2b_4        1
sky130_fd_sc_hd__nand2_2        1
sky130_fd_sc_hd__nand3_1        7
sky130_fd_sc_hd__o32ai_1        1
sky130_fd_sc_hd__or2_2          1
sky130_fd_sc_hd__o211ai_1       1
sky130_fd_sc_hd__nor2_1         4
sky130_fd_sc_hd__nor2b_1        8
sky130_fd_sc_hd__nand3_4        1
sky130_fd_sc_hd__o211a_1        1
sky130_fd_sc_hd__nand3b_1       1
sky130_fd_sc_hd__and4_1         1
sky130_fd_sc_hd__and2_1         2
sky130_fd_sc_hd__mux2_2        10
sky130_fd_sc_hd__a21bo_2        1
sky130_fd_sc_hd__a21oi_2        1
sky130_fd_sc_hd__or3_1          3
sky130_fd_sc_hd__o31ai_1        1
sky130_fd_sc_hd__o31a_1         2
sky130_fd_sc_hd__nand2_1        6
sky130_fd_sc_hd__nand2b_1       1
sky130_fd_sc_hd__a21oi_1        3
sky130_fd_sc_hd__dfxtp_1        8
sky130_fd_sc_hd__a31o_2         1
sky130_fd_sc_hd__xor2_1         8
sky130_fd_sc_hd__buf_2          2
sky130_fd_sc_hd__nor4_2         2
sky130_fd_sc_hd__o32ai_2        1
logic make-up after synthesis:
logic type,Yosys count,synth area share
simple gates,50,0.2870
compound gates,15,0.1219
mux,10,0.1025
flops,16,0.3645
xor+xnor,9,0.07176
fa+ha+maj,2,0.02278
buf+inv,6,0.02961
No activity file was given, so power comes from the tool's default toggle rates.
