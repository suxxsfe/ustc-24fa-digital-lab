### flow/design.v
module test( 
    input  [7:0]        a, b, 
    output [7:0]        c, d, e, f, g, h, i, j, k, l
); 
assign c = a & b; 
assign d = a || b; 
assign e = a ^ b; 
assign f = ~a; 
assign g = {a[2:0], b[3:0], {1'b1}}; 
assign h = b >>> 3; 
assign i = &b; 
assign j = (a > b) ? a : b; 
assign k = a - b; 
assign l = !a;
endmodule
### flow/run.sh
#!/bin/bash
# OpenROAD 26Q1-2900-gdf79404cd8, Yosys 0.63+post, stock flow scripts
make -C /OpenROAD-flow-scripts/flow DESIGN_CONFIG=/design/flow/config.mk WORK_HOME=/design/flow/orfs finish
### flow/config.mk
export PLATFORM = sky130hd
export DESIGN_NAME = test
export DESIGN_NICKNAME = test
export VERILOG_FILES = /design/flow/design.v
export SDC_FILE = /design/flow/constraint.sdc
export NUM_CORES = 4
export LEC_CHECK = 1
export CORE_AREA = 10 10 70 70
export DIE_AREA = 0 0 80 80
### flow/constraint.sdc
current_design test

set clk_period 6.8
set clk_io_pct 0.2

create_clock -name clk0 -period $clk_period

set non_clock_inputs [all_inputs -no_clocks]
set_input_delay [expr $clk_period * $clk_io_pct] -clock clk0 $non_clock_inputs
set_output_delay [expr $clk_period * $clk_io_pct] -clock clk0 [all_outputs]
==> run notes <==
Implementation results. The flow ran to the end, and the final reports show no timing, DRC or antenna violations. Data arrives at the worst endpoint at 4.11 ns. According to the dpl log, the detail-placed design has an HPWL of between 3000 and 4000 µm. Peak ir drop on the vdd network landed at approximately 0.032 mV.

Looking at the setup timing report, the critical path kind is in2out. In this run, post-CTS hold repair placed 0 buffers. Largest net degree at the start of global routing landed at 11. Placer congestion estimate landed at 0.813. Die outline width landed at roughly 80 µm. In the final layout, the multi-input gates occupy 708 µm².

The violation tally recorded at the end of detailed-routing iteration 0 is 38. Hold violation count in the final report landed at 0. Via count of the first global-routing pass landed at between 1000 and 1500.

Via count of the routed design landed at around 1000. Yosys chip area landed at ~1000 µm². There are 0 flip-flops and latches.

The report lists the power per cell area as 74.3 nW/µm². The leakage power in the latest report is 0.760 nW. Peak clock frequency supported by timing landed at ~0.18 GHz. Number of antenna violations at the first check in global routing landed at 0. Setup slack at placement landed at around 1.3 ns. Wire segments on met2 add up to between 1500 and 2000 µm in the final route. The placed instances occupy a cell area of approximately 1600 µm². Per the layout area report, the register area comes to 0 µm².

Period utilization landed at 0.804. In the Yosys report the total cell count is 142. Cell area after layout landed at ~1600 µm². Core area landed at 3420 µm². Fraction of final layout cells with drive strength greater than 1 landed at 0.0152. Number of cells produced by synthesis landed at around 140. STA classifies the critical path endpoint as an output port.

Top-level I/O count landed at ~96. After floorplanning, the core was divided into 21 placement rows. In the per-layer breakdown of the detailed-route log, met1 shows 1540 µm. For this configuration, the core starts out at a cell density of 0.295. Shortest clock period the worst path allows after layout landed at approximately 5.5 ns. For reference, the post-synthesis area per instance comes to 7.10 µm².

The synthesized netlist contains 28 unique library cells. Tally of filler cells in the layout landed at 354. Setup repair after global routing left no endpoint under its margin.

Data required time of the worst path landed at roughly 5.4 ns. The first detailed-routing pass ran for 4 iterations. In this run the tools logged warnings totalling about 40. The first global-routing pass estimated 5420 µm of wire. Between the synthesized netlist and the finished layout, the area growth was recorded as 55.7%.

Area of the die landed at approximately 6400 µm². Routed length on met3 landed at between 300 and 400 µm. Final antenna-violating net count landed at 0. Average wire per standard cell landed at between 10 and 15 µm. Count of port buffers added during placement landed at just over 70. Average vias per placed instance landed at 4.26.

The final layout reports a setup TNS of 0 ns. Detailed-route DRC error count landed at 0. STA classifies the critical path startpoint as an input pin. Number of buffers added for setup after CTS landed at 0.

Final wirelength landed at around 3500 µm. Core occupancy in the finished layout landed at 0.460. The report lists the number of cells resized after CTS as 0. Maximum fanout count along the critical path landed at 8.

The number of maximum-capacitance violations recorded for the run is 0. The min-delay analysis places its worst path in the category in2out. Final count of pins violating max slew landed at 0. Number of clock buffers in the layout landed at 0.

From bottom edge to top edge, the die measures approximately 80 µm. Aggregate global-route resource usage landed at 0.101. Count of final setup violators landed at 0. For this run the aggregate overflow at the end of global routing stands at 0. The share of the Yosys chip area taken by registers is 0. After detailed routing, no signal wire sits above met3. Post-synthesis instance area landed at 1010 µm². Diode insertion count for antenna repair landed at 0. Final worst slack landed at 1.33 ns. Yosys printed 0 warnings.
==> final cells by class <==
class | count | area share
Timing Repair Buffer | 71 | 0.453
Multi-Input combinational cell | 101 | 0.451
Inverter | 25 | 0.0598
Tap cell | 46 | 0.0367
==> through the flow <==
| stage | power (mW) | hold WS, ns | instances |
|---|---|---|---|
| finish | 0.117 | 3.63 | 243 |
| global route | 0.131 | 3.66 | 243 |
| CTS | 0.120 | 3.64 | 243 |
| detailed placement | 0.119 | 3.64 | 243 |
| global placement | 0.120 | 3.63 | 243 |
| floorplan | 0.0555 | 2.74 | 165 |
==> synth_stat cells, types with 3 or more instances <==
master                     instances  area share
sky130_fd_sc_hd__ha_1             16        0.20
sky130_fd_sc_hd__mux2i_1           7       0.069
sky130_fd_sc_hd__inv_1            24       0.089
sky130_fd_sc_hd__a21oi_1           6       0.030
sky130_fd_sc_hd__nor4_1            3       0.019
sky130_fd_sc_hd__nor2_1           10       0.037
sky130_fd_sc_hd__nand2b_1          3       0.019
sky130_fd_sc_hd__nand4_1           6       0.037
sky130_fd_sc_hd__buf_4            39        0.29
sky130_fd_sc_hd__nor3_1            4       0.020
sky130_fd_sc_hd__nand3_1           3       0.015
==> routing by layer <==
metal	track usage	vias up
met1	0.132	457
li1	-	526
met2	0.169	53
met3	0.0284	0
met5	0	-
met4	0.00176	0
==> cells in the final DEF, fill, tap and decap left out <==
master,n
sky130_fd_sc_hd__conb_1,25
sky130_fd_sc_hd__mux2i_1,7
sky130_fd_sc_hd__fa_1,1
sky130_fd_sc_hd__o311ai_0,1
sky130_fd_sc_hd__a311o_1,2
sky130_fd_sc_hd__clkdlybuf4s50_1,71
sky130_fd_sc_hd__o21ai_4,1
sky130_fd_sc_hd__ha_1,16
sky130_fd_sc_hd__nor3_1,4
sky130_fd_sc_hd__o31ai_1,1
sky130_fd_sc_hd__nand4_1,6
sky130_fd_sc_hd__nand2_1,2
sky130_fd_sc_hd__o21ai_0,1
sky130_fd_sc_hd__mux2_4,1
sky130_fd_sc_hd__or4_1,1
sky130_fd_sc_hd__nand2b_1,3
sky130_fd_sc_hd__a21oi_1,6
sky130_fd_sc_hd__nor4_1,3
sky130_fd_sc_hd__xnor2_1,1
sky130_fd_sc_hd__and3_1,1
sky130_fd_sc_hd__a211o_1,1
sky130_fd_sc_hd__a211oi_1,2
sky130_fd_sc_hd__clkinv_1,1
sky130_fd_sc_hd__nand3_1,3
sky130_fd_sc_hd__nor2_1,10
sky130_fd_sc_hd__a221oi_1,1
sky130_fd_sc_hd__inv_1,24
sky130_fd_sc_hd__or4_4,1
==> cell families after synthesis <==
kind of cell,Yosys count,synth area share
buffers and inverters,64,0.383
other,2,0.00745
XOR/XNOR,1,0.00869
multiplexers,8,0.0844
AND/OR/NAND/NOR,34,0.179
AND-OR/OR-AND,16,0.119
adder cells (fa/ha/maj),17,0.218
==> where the power goes <==
group / switching, mW / internal, mW
logic: 0.0438 / 0.0728
registers: 0 / 0
clock network: 0 / 0
==> worst paths after layout <==
path  from   end  cells past startpoint
max   a[0]  j[0]                      9
min   a[1]  g[6]                      2
==> worst max-delay path: stages <==
cell and delay (ns):
sky130_fd_sc_hd__clkdlybuf4s50_1 0.53, sky130_fd_sc_hd__inv_1 0.09, sky130_fd_sc_hd__ha_1 0.23, sky130_fd_sc_hd__fa_1 0.40, sky130_fd_sc_hd__nand2b_1 0.20, sky130_fd_sc_hd__a211oi_1 0.37
sky130_fd_sc_hd__o21ai_4 0.19, sky130_fd_sc_hd__mux2_4 0.32, sky130_fd_sc_hd__clkdlybuf4s50_1 0.41
Power and IR drop assume default switching activity.
