$ cat ./run.sh
#!/bin/bash
# OpenROAD 26Q1-2900-gdf79404cd8, Yosys 0.63+post, stock flow scripts
make -C /OpenROAD-flow-scripts/flow DESIGN_CONFIG=/design/flow/config.mk WORK_HOME=/design/flow/orfs finish
$ cat ./config.mk
export PLATFORM = sky130hd
export DESIGN_NAME = MAX3
export DESIGN_NICKNAME = MAX3
export VERILOG_FILES = /design/flow/design.v
export SDC_FILE = /design/flow/constraint.sdc
export NUM_CORES = 4
export LEC_CHECK = 1
export CORE_AREA = 10 10 89 89
export DIE_AREA = 0 0 99 99
$ cat ./constraint.sdc
current_design MAX3

set clk_period 4.6
set clk_io_pct 0.2

create_clock -name clk0 -period $clk_period

set non_clock_inputs [all_inputs -no_clocks]
set_input_delay [expr $clk_period * $clk_io_pct] -clock clk0 $non_clock_inputs
set_output_delay [expr $clk_period * $clk_io_pct] -clock clk0 [all_outputs]
$ cat ./design.v
module MAX3(
    input       [7:0]         num1, num2, num3,
    output reg  [7:0]         max
);
always @(*) begin
    if(num1 >= num2 && num1 >= num3) begin
        max = num1;
    end
    else if(num2 >= num1 && num2 >= num3) begin
        max = num2;
    end
    else begin
        max = num3;
    end
end
endmodule
==> metrics.csv <==
stage;metric;value;unit
outcome;status;finished, final reports clean;
final_timing;f_max;0.227;GHz
detailed_routing;DR iter-0 viols;105;
cells_and_area;area delta synth->final;48.0;%
power_and_ir_drop;peak supply drop;0.0000418;V
floorplan;core area;5990;sq um
floorplan;Die X-Extent;99;microns
global_route;GR Overflow Total;0;
global_route;first-pass GRT wire length;5.88;mm
synthesis;mapped cell area;943;sq um
detailed_routing;wl on met1;1.65;mm
synthesis;distinct cell type count after synthesis;29;
flow_run;# Max-Cap Violations;0;
cells_and_area;flip-flop and latch area;0;sq um
setup_path;CP Max Fanout;8;
final_timing;period utilization;0.958;
place;Placed Area;1390;sq um
synthesis;Mean Syn Cell Area;7.43;sq um
power_and_ir_drop;LEAKAGE;0.593;nW
setup_path;Setup crit start kind;input port;
setup_path;Crit. End Element;primary output;
setup_path;Worst Path Required;3.68;ns
detailed_routing;wire per inst;14.7;microns
synthesis;Synth Seq Share;0;
floorplan;DIE HEIGHT;99;microns
cells_and_area;fraction of layout cells with a size suffix above 1;0.103;
cells_and_area;commonest non-fill, non-tap cell in the layout;clkdlybuf4s50_1;
cells_and_area;Gate Area;851;sq um
place;HPWL Detailed;2.93;mm
synthesis;Synth Warn #;1;
power_and_ir_drop;PD cells;118;nW/um^2
global_route;largest net degree at the start of global routing;10;
cells_and_area;post-route cell area;1400;sq um
global_route;Total GRT Usage;0.0703;
detailed_routing;drc violations;0;
setup_path;Setup CP Type;input port to primary output;
detailed_routing;Top Metal Used;met3;
clock_network;Post-CTS Setup Inserts;0;
cells_and_area;clkbuf count;0;
floorplan;Ports;32;
place;Placer Congestion;0.911;
cells_and_area;Fillers;648;
synthesis;Cells after Synth;127;
floorplan;die area;9800;sq um
detailed_routing;number of diodes;0;
cells_and_area;flop count;0;
final_timing;fin. max-slew vios;0;
final_timing;min Tclk post-route;4.41;ns
final_timing;Post-Route Setup TNS;0;ns
final_timing;worst slew pin tran;0.325;ns
floorplan;row count;28;
final_timing;Final setup violation count;0;
detailed_routing;Post-DRT Antenna Nets;0;
detailed_routing;DR WL met3;307;microns
place;Port Buffer Count;32;
setup_path;CP arrival;3.49;ns
global_route;initial antenna violation count;0;
detailed_routing;Total Routed Length;3.54;mm
detailed_routing;Via density;4.70;
min_path;worst min path class;input port to primary output;
detailed_routing;total number of vias;1127;
detailed_routing;TritonRoute pass-1 iters;4;
final_timing;Slew HR;0.781;
synthesis;yosys stat area;943;sq um
global_route;number of global-route vias before repair;1149;
detailed_routing;met2 routed WL;1.58;mm
flow_run;Tool Warnings;32;
floorplan;Starting Density;0.157;
synthesis;ys cells;127;
cells_and_area;most frequent cells in the layout;clkdlybuf4s50_1, ha_1, inv_1, a21oi_1;
final_timing;RSZ-0062 raised after global routing;false;
final_timing;Final Hold Vio Count;0;
cell usage after synthesis, types with 2 or more instances:
cell type	n	share of area
ha_1	24	0.32
nand4_1	9	0.060
a21oi_1	10	0.053
nor2_1	4	0.016
a41oi_1	6	0.056
buf_6	3	0.036
nand2_1	5	0.020
and3_1	2	0.013
nor4_1	8	0.053
o21a_1	2	0.016
a41oi_2	2	0.034
nor2b_1	2	0.013
o211ai_1	8	0.064
inv_1	17	0.068
nand3_1	8	0.042
o21ai_0	4	0.021
cells by family after synthesis:
logic type,share of synthesized area
AOI/OAI and AO/OA,0.296
buffers and inverters,0.103
and+or+nand+nor,0.282
adders and majority gates,0.318
report_power, final:
part           internal (mW)  leakage (nW)  switching [mW]  total, mW
clock network              0             0               0          0
logic                 0.0873         0.593          0.0773      0.165
registers                  0             0               0          0
timing repair:
action                                  CTS  global route
endpoints found under the setup margin    0             6
gates resized                             0             1
hold buffers                              0             0
path summary, 6_finish.rpt:
path                     from     end  slack, ns  depth (start not counted)
worst min-delay path  num2[0]  max[0]       2.90                          4
worst max-delay path  num1[7]  max[2]       0.19                          9
metal layers:
| layer | track usage | up-vias |
|---|---|---|
| met5 | 0 | - |
| met4 | 0.00221 | 0 |
| met3 | 0.0106 | 0 |
| met2 | 0.108 | 50 |
| met1 | 0.106 | 497 |
| li1 | - | 580 |
critical path: stages:
cell and delay (ns):
clkdlybuf4s50_1 0.52, inv_1 0.06, ha_1 0.32, nand4_2 0.21, or2_1 0.29, nand2_1 0.26, o211ai_1 0.14, a41oi_1 0.26
clkdlybuf4s50_1 0.50
metrics by stage:
stage	hold slack, ns	util	total power, mW	cells	worst slack, ns
2_1_floorplan	1.95	-	0.0805	127	1.32
3_3_place_gp	2.90	0.232	0.164	240	0.119
3_5_place_dp	2.90	0.232	0.164	240	0.111
4_1_cts	2.91	0.232	0.165	240	0.0981
5_1_grt	2.95	0.233	0.185	240	0.0323
6_report	2.90	0.233	0.165	240	0.194
area by class of cell:
| cell class | count | area share |
|---|---|---|
| Timing Repair Buffer | 41 | 0.278 |
| Tap cell | 75 | 0.0672 |
| Inverter | 17 | 0.0457 |
| Multi-Input combinational cell | 107 | 0.609 |
Power and IR drop assume default switching activity.
